## design.v

```verilog
module enemy_movement(
	input clk,
   input rst,  
   input [9:0] xPixel,  
   input [9:0] yPixel,  
   output reg enemy_color
);
	reg [9:0] enemy_x;
   reg [9:0] enemy_y;
	reg right;
	reg [2:0]S,NS;
	reg [26:0]move_delay;
	parameter	ENEMY_HEIGHT = 40;
	parameter	ENEMY_WIDTH = 40;
	parameter 	SCREEN_WIDTH  = 640;
	parameter VIRTUAL_SCREEN_WIDTH = 160;
   parameter 	SCREEN_HEIGHT = 480;
	parameter VIRTUAL_SCREEN_HEIGHT = 120;
	parameter	M_RIGHT = 3'b000,
					SHIFT_R = 3'b001,
					SHIFT_D = 3'b010,
					M_LEFT  = 3'b011,
					SHIFT_L = 3'b100;
	always@(posedge clk or negedge rst)
		if(!rst)
			S = M_RIGHT;
		else
			S = NS;
	always@(*)
	if(xPixel >= enemy_x && xPixel <= enemy_x + ENEMY_WIDTH && yPixel >= enemy_y && yPixel <= enemy_y + ENEMY_HEIGHT)
		enemy_color = 24'h00FF19;
	else
		enemy_color = 24'h000000;
	always@(*)
		case(S)
		M_RIGHT:
			if(move_delay == 26'd25000000)
				NS = SHIFT_R;
			else
				NS = M_RIGHT;
		SHIFT_R:
			if (SCREEN_WIDTH - ENEMY_WIDTH == enemy_x)
				NS = SHIFT_D;
			else
				NS = M_RIGHT;
		SHIFT_D:
			if(right == 1'b1)
				NS = M_LEFT;
			else
				NS = M_RIGHT;
		M_LEFT:
			if(move_delay == 26'd25000000)
				NS = SHIFT_L;
			else
				NS = M_LEFT;
		SHIFT_L:
			if (enemy_x == 0)
				NS = SHIFT_D;
			else
				NS = M_LEFT;
		endcase
	always@(posedge clk or negedge rst)
		if (!rst)
		begin
			right <= 1'b1;
			move_delay <= 26'd0;
			enemy_x <= 10'd10;
			enemy_y <= 10'd10;
		end
		else
			case(S)
				M_RIGHT:
					if(move_delay >= 26'd25000000)
						move_delay <= 26'd0;
					else
						move_delay <= move_delay + 1;
				SHIFT_R:
				begin
					enemy_x <= enemy_x + 2'd2;
					move_delay <= 26'd0;
				end
				SHIFT_D:
					enemy_y <= enemy_y + 6'd60;
				M_LEFT:
				begin
					right <= 1'b0;
					if(move_delay >= 26'd25000000)
						move_delay <= 26'd0;
					else
						move_delay <= move_delay + 1;
				end
				SHIFT_L:
					begin
					enemy_x <= enemy_x - 3'd4;
					move_delay <= 26'd0;
					end
				endcase
endmodule
```

## run.sh

```bash
#!/bin/bash
# OpenROAD 26Q1-2900-gdf79404cd8, Yosys 0.63+post, stock flow scripts
make -C /OpenROAD-flow-scripts/flow DESIGN_CONFIG=/design/flow/config.mk WORK_HOME=/design/flow/orfs finish
```

## config.mk

```make
export PLATFORM = sky130hd
export DESIGN_NAME = enemy_movement
export DESIGN_NICKNAME = enemy_movement
export VERILOG_FILES = /design/flow/design.v
export SDC_FILE = /design/flow/constraint.sdc
export NUM_CORES = 4
export LEC_CHECK = 1
export CORE_UTILIZATION = 30
```

## constraint.sdc

```tcl
current_design enemy_movement

set clk_period 4.2
set clk_io_pct 0.2

create_clock -name clk0 -period $clk_period [get_ports {clk}]

set non_clock_inputs [all_inputs -no_clocks]
set_input_delay [expr $clk_period * $clk_io_pct] -clock clk0 $non_clock_inputs
set_output_delay [expr $clk_period * $clk_io_pct] -clock clk0 [all_outputs]
```

==> summary.txt <==
run metrics: status complete, no violations, mean post-synth cell area 9.21 um2, Final Max Tran Viols 0, final cell count without fillers about 560, Sw Share 20.6%, TritonRoute pass-1 iters 22, Die Wd 112 um, stage-log warning count 34, clock buffer depth 2, Cell Type Count a little under 60, CTS Root Cell clkbuf_16, die y size ~110 um, Area after DPL between 3000 and 4000 um2, Top non-seq family simple AND/OR/NAND/NOR gates, register pins left without a clock 3, mux frac, synth 0.867%, Die ar. between 10,000 and 15,000 um2, Min-Delay Path Class register to register, Synth Area in Simple Gates 21.1%, final core occ 36.1%, Pre-Place Util 31.2%, Placed Cells 551, Startpoint Class input pin, worst slew pin tran 0.609 ns, Synth async-reset ratio 94.1%, largest net degree at the start of global routing 49, Post-Syn Area 3610 um2, Non-Filler Cell Area, Final 4170 um2, worst setup margin about 0.52 ns, P_sw about 200 uW, Latency at later pin 0.28 ns, Area leader share 30.5%, total gr overflow 0, CTS hold repair buffers 0, Core Footprint 11,600 um2, Pwr per Cell Area 228 nW/um2, EDFF count, synth 0, yosys xor share 11.2%, Worst Path Required 3.36 ns, final wirelength 6630 um, post-route clock period utilization between 80% and 90%, count of endpoints without a timing constraint 6, chip area in the Yosys report 3610 um2, ANT nets after route 0, crit path max fanout 2, DRT iter0 DRCs 141, global-route wire length before repair 11,900 um, Synth warnings 1, Top cells by area dfrtp_1 31%, ha_1 15%, xnor2_1 7.3%, cell taking the most area after synthesis dfrtp_1, RSZ-0062 raised after global routing false, DP Worst Slack 0.0125 ns, Finish-stage setup viols 0, Main synth FF type dfrtp_1, Seq pwr share 48.7%, combinational gate area 2240 um2, DP Wirelength around 5000 um, Worst EP arrival 2.84 ns, leakage power 1.77 nW, Total Power 950 uW, Clock Skews 0.00692 ns, ys cells 392, FMAX 272 MHz, Inserted Diodes 0, initial antenna violation count 0, CTS tree yes, row cnt 39, via count 2,768, total CTS buffers 5, top cells by count 46 x nor2_1, 44 x dfrtp_1, 44 x ha_1, 30 x inv_1, 30 x xnor2_1, Area Overhead vs Synth 15.6%, clock-pin transition on the worst setup and hold timing paths 0.06 ns, Clock power frac 43.7%, post-synthesis register bit count ~50, Post-route DRC 0, slew margin rel. slightly below 60%, H-tree level count 2, Worst Setup End Kind output pin, number of global-route vias before repair 2,663, Tmin final 3.68 ns, GRT Total Usage 11.4%, critical path type input pin to output pin, layout cells sized above 1 8.41%, maximum VDD drop 0.000149 V, FA/HA/MAJ Cells, Area Fraction 15.3%, Post-Syn Instances 392, # port buffers 22, final tally of hold violations 0, drt wl/cell 11.9 um, Comb power frac 7.6%, drt via density 4.95, cell with the most instances after synthesis nor2_1, P_int between 700 and 800 uW, final setup TNS 0 ns, WHS 0.471 ns, Placer Congestion 0.839, layout filler cell count 1,160, maxcap violations 0, I/O pin cnt 23, yosys aoi share 12.0%, Flop area 1250 um2
## area by class of cell
cell class,instances,area share (%)
sequential,51,30.0
clock buffer,8,3.75
multi-input combinational,302,53.6
inverter,31,2.79
timing repair buffer,24,5.58
tap,143,4.29
## placed cells by master (no fill, tap or decap), types with 3 or more instances in the layout
cell type        Yosys  layout
dlxtn_1              3       3
xnor2_1             30      30
o21a_1               4       4
and3_1               6       6
ha_1                44      41
dfstp_2              4       4
nand3_1             18      18
nor2_1              46      46
dfrtp_1             44      44
nor4_1               4       3
nor2b_1              5       5
and4_1               3       3
nor3_1               5       5
nand4_1              9       9
clkdlybuf4s50_1      0      20
a21o_1               4       4
inv_1               30      29
a21oi_1             17      17
nand2_1             26      26
xor2_1              16      16
nand2b_1             4       4
clkbuf_16            0       5
nand4b_1             3       3
o21ai_0             12      11
## registers in the layout, summed over array words and instances (netlist names)
register    count
right           1
S               3
enemy_y         8
NS              3
enemy_x         9
move_delay     27
## metal layers
layer	wire, um	track usage [%]
met1	3440	17.7
met2	2910	18.1
met3	238	1.44
met4	35	1.08
met5	0	0
## cells by family after synthesis
kind of cell | after synthesis
AND-OR/OR-AND | 64
XOR/XNOR | 46
adder cells (fa/ha/maj) | 44
buffers and inverters | 39
flip-flops | 48
latches | 3
multiplexers | 3
AND/OR/NAND/NOR | 145
## worst max-delay path, stage by stage
cell and delay [ns]:
clkdlybuf4s50_1 0.44, ha_2 0.21, nor4_4 0.28, o311ai_2 0.15, a221oi_2 0.27, a311oi_2 0.07, a221o_1 0.29, a211oi_2 0.18
dlymetal6s2s_1 0.12
## worst paths after layout
check                               start              to  slack, ns  depth (start not counted)
min in group asynchronous             rst  move_delay[19]       0.65                          2
setup / recovery                yPixel[4]     enemy_color       0.52                          9
setup reg to reg           move_delay[11]   move_delay[9]       1.95                          6
hold / removal                 enemy_y[9]      enemy_y[9]       0.47                          1
hold reg to reg                enemy_y[9]      enemy_y[9]       0.47                          1
max in group asynchronous             rst            S[2]       3.13                          2
## power by group through the flow
stage / Combinational [mW] / Clock (mW) / Sequential (mW)
final: 0.0722 / 0.415 / 0.462
after CTS: 0.0697 / 0.424 / 0.462
after global routing: 0.0832 / 0.442 / 0.462
## repair_timing
action,CTS,global route
setup buffers,0,0
gates resized,1,13
endpoints found under the setup margin,1,1
pin swaps,0,7
No activity file was given, so power comes from the tool's default toggle rates.
