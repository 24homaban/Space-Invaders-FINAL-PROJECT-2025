==> /design/flow/design.v <==
module Top_Module (
	input 		          		CLOCK_50,
	output		     [6:0]		HEX0,
	output		     [6:0]		HEX1,
	output		     [6:0]		HEX2,
	output		     [6:0]		HEX3,
	output		     [6:0]		HEX4,
	output		     [6:0]		HEX5,
	input 		     [3:0]		KEY,
	output		     [9:0]		LEDR,
	input 		     [9:0]		SW,
	output		          		VGA_BLANK_N,
	output reg		     [7:0]		VGA_B,
	output		          		VGA_CLK,
	output reg		     [7:0]		VGA_G,
	output		          		VGA_HS,
	output reg	 	     [7:0]		VGA_R,
	output		          		VGA_SYNC_N,
	output		          		VGA_VS
);
wire [9:0] score;
assign score = SW[9:0];
wire clk;
assign clk = CLOCK_50;
wire rst;
assign rst = KEY[0];
wire [23:0]vga_color;
wire [9:0] x;
wire [9:0] y;
parameter MEMORY_SIZE = 16'd19200;  
parameter PIXEL_VIRTUAL_SIZE = 16'd4;  
parameter VGA_WIDTH = 16'd640;
parameter VGA_HEIGHT = 16'd480;
parameter VIRTUAL_PIXEL_WIDTH = VGA_WIDTH/PIXEL_VIRTUAL_SIZE;  
parameter VIRTUAL_PIXEL_HEIGHT = VGA_HEIGHT/PIXEL_VIRTUAL_SIZE;  
always@(*)
begin
	{VGA_R, VGA_G, VGA_B} = vga_color;
end
player the_player (.clk(clk), .rst(rst), .bullet_hit(bullet_hit), .left(~KEY[3]), .right(~KEY[1]), .shoot(~KEY[2]), .xPixel(x), .yPixel(y), 
.player_color(vga_color));
five_decimal_vals score1(score, HEX0, HEX1, HEX2, HEX3, HEX4, HEX5);
debounce_switches db(clk, rst, SW, SW_db);
vga_driver the_vga(
.clk(clk),
.rst(rst),
.vga_clk(VGA_CLK),
.hsync(VGA_HS),
.vsync(VGA_VS),
.active_pixels(active_pixels),
.xPixel(x),
.yPixel(y),
.VGA_BLANK_N(VGA_BLANK_N),
.VGA_SYNC_N(VGA_SYNC_N)
);
endmodule
module debounce_switches(
input clk,
input rst,
input [9:0]SW, 
output [9:0]SW_db
);
debounce db0(clk, rst, SW[0], SW_db[0]);
debounce db1(clk, rst, SW[1], SW_db[1]);
debounce db2(clk, rst, SW[2], SW_db[2]);
debounce db3(clk, rst, SW[3], SW_db[3]);
debounce db4(clk, rst, SW[4], SW_db[4]);
debounce db5(clk, rst, SW[5], SW_db[5]);
debounce db6(clk, rst, SW[6], SW_db[6]);
debounce db7(clk, rst, SW[7], SW_db[7]);
debounce db8(clk, rst, SW[8], SW_db[8]);
debounce db9(clk, rst, SW[9], SW_db[9]);
endmodule
module debounce (
input clk,
input rst,
input SW, 
output reg SW_db
);
reg [7:0]count;
parameter CALMING_WINDOW = 8'd100;
reg [2:0]S;
reg [2:0]NS;
parameter
	START = 3'd0,
	ONE = 3'd1,
	MAYBE_ONE = 3'd2,
	ZERO = 3'd3,
	MAYBE_ZERO = 3'd4,
	ERROR = 3'b111;
always @(posedge clk or negedge rst)
begin
	if (rst == 1'b0)
		S <= START;
	else
		S <= NS;
end
always @(*)
begin
	case (S)
		START: NS = ZERO;  
		ONE: 
			if (SW == 1'b0)
				NS = MAYBE_ZERO;
			else
				NS = ONE;
		MAYBE_ONE:
			if (SW == 1'b1 && count > 8'd100)
				NS = ONE;
			else if (SW == 1'b1)
				NS = MAYBE_ONE;
			else
				NS = ZERO;
		ZERO:
			if (SW == 1'b1)
				NS = MAYBE_ONE;
			else
				NS = ZERO;
		MAYBE_ZERO:
			if (SW == 1'b0 && count > 8'd100)
				NS = ONE;
			else if (SW == 1'b0)
				NS = MAYBE_ZERO;
			else
				NS = ONE;
		default: NS = ERROR;
	endcase
end
always @(posedge clk or negedge rst)
begin
	if (rst == 1'b0)
		count <= 8'd0;
	else
		case (S)
			START:
			begin
				count <= 8'd0;
			end
			ONE: 
			begin
				count <= 8'd0;
				SW_db <= 1'b1;
			end
			MAYBE_ONE:
			begin
				count <= count + 1'b1;
				SW_db <= 1'b0;
			end
			ZERO:
			begin
				count <= 8'd0;				
				SW_db <= 1'b0;
			end
			MAYBE_ZERO:
			begin
				count <= count + 1'b1;
				SW_db <= 1'b1;
			end
		endcase
end
endmodule
module five_decimal_vals (
input [16:0]val,
output [6:0]seg7_dig0,
output [6:0]seg7_dig1,
output [6:0]seg7_dig2,
output [6:0]seg7_dig3,
output [6:0]seg7_dig4,
output [6:0]seg7_dig5
);
reg [3:0] result_one_digit;
reg [3:0] result_ten_digit;
reg [3:0] result_hundred_digit;
reg [3:0] result_thousand_digit;
reg [3:0] result_ten_thousand_digit;
reg [3:0] result_hundred_thousand_digit;
always @(*)
begin
	  result_hundred_thousand_digit = val / 100000;
	  result_ten_thousand_digit = (val % 100000) / 10000;
	  result_thousand_digit = (val % 10000) / 1000;
	  result_hundred_digit = (val % 1000) / 100;
	  result_ten_digit = (val % 100) / 10;
	  result_one_digit = val % 10;
end
seven_segment hundred_thousand_digit(result_ten_thousand_digit, seg7_dig5);
seven_segment ten_thousand_digit(result_ten_thousand_digit, seg7_dig4);
seven_segment thousand_digit(result_thousand_digit, seg7_dig3);
seven_segment hundred_digit(result_hundred_digit, seg7_dig2);
seven_segment ten_digit(result_ten_digit, seg7_dig1);
seven_segment one_digit(result_one_digit, seg7_dig0);
endmodule
module player (
   input clk,
   input rst,
	input bullet_hit,	 
   input left,
   input right,
   input shoot,
   input [9:0] xPixel,  
   input [9:0] yPixel,  
   output reg [23:0] player_color
);
    parameter PLAYER_WIDTH  = 80;
    parameter PLAYER_HEIGHT = 40;
    parameter SCREEN_WIDTH  = 640;
	 parameter VIRTUAL_SCREEN_WIDTH = 160;
    parameter SCREEN_HEIGHT = 480;
	 parameter VIRTUAL_SCREEN_HEIGHT = 120;
    parameter BULLET_WIDTH  = 4;
    parameter BULLET_HEIGHT = 12;
    parameter IDLE      = 2'b00;
    parameter SHOOT     = 2'b01;
    parameter SHOOTING  = 2'b10;
    reg [1:0] S, NS;
    reg [9:0] player_x;
    reg [9:0] player_y;
	 reg [9:0] bullet_x;
    reg [9:0] bullet_y;
    reg [22:0] move_delay;
	 reg [19:0] bullet_move_delay;
	 always @(posedge clk or negedge rst)
	 if(rst == 1'b0)
		S <= IDLE;
	else
		S <= NS;
    always @(*) 
	 begin
        case (S)
            IDLE: begin
                if (shoot)
                    NS = SHOOT;
                else
                    NS = IDLE;
            end
            SHOOT: begin
                NS = SHOOTING;
            end
            SHOOTING: begin
                if (bullet_hit || bullet_y == 0)
                    NS = IDLE;
                else
                    NS = SHOOTING;
            end
            default: NS = IDLE;
        endcase
    end
    always @(posedge clk or negedge rst) 
	 begin
        if (!rst) begin
            player_x <= 280;
            player_y <= 400;
            bullet_x <= 0;
            bullet_y <= 0;
            move_delay <= 0;
        end else 
		  begin
            if (move_delay == 0)
                move_delay <= 23'd5000000;
            else
                move_delay <= move_delay - 1'b1;
				if (bullet_move_delay == 0)
                bullet_move_delay <= 20'd1000000;
            else
                bullet_move_delay <= bullet_move_delay - 1'b1;
            if (move_delay == 0) begin
                if (left && !right && player_x > 0)
                    player_x <= player_x - 8;
                else if (right && !left && player_x < (SCREEN_WIDTH - PLAYER_WIDTH))
                    player_x <= player_x + 8;
            end
            case (S)
                IDLE: begin
                    bullet_x <= 0;
                    bullet_y <= 0;
                end
                SHOOT: begin
                    bullet_x <= player_x + (PLAYER_WIDTH / 2) - (BULLET_WIDTH / 2);
                    bullet_y <= player_y - BULLET_HEIGHT;
                end
                SHOOTING: begin
					 if(bullet_move_delay == 0)
                    bullet_y <= bullet_y - 4; 
                end
            endcase
        end
    end
	always@(*)
	if(xPixel >= player_x && xPixel <= player_x + PLAYER_WIDTH && yPixel >= player_y && yPixel <= player_y + PLAYER_HEIGHT)
		player_color = 24'h00FF19;
	else
		if(xPixel >= bullet_x && xPixel <= bullet_x + BULLET_WIDTH && yPixel >= bullet_y && yPixel <= bullet_y+BULLET_HEIGHT)
			player_color = 24'hFF0000;
		else
			player_color = 24'h000000;
endmodule
module seven_segment(
	input wire[3:0]i,
	output reg[6:0]o
);
always @(*)
begin
	case (i)
4'b0000: o = 7'b1000000;
4'b0001: o = 7'b1111001;
4'b0010: o = 7'b0100100;
4'b0011: o = 7'b0110000;
4'b0100: o = 7'b0011001;
4'b0101: o = 7'b0010010;
4'b0110: o = 7'b0000010;
4'b0111: o = 7'b1111000;
4'b1000: o = 7'b0000000;
4'b1001: o = 7'b0010000;
default: o = 7'b1111111;
	endcase
end
endmodule
module vga_driver(
input clk,
input rst,
output reg vga_clk,
output reg hsync,  
output reg vsync,  
output reg active_pixels,  
output reg [9:0]xPixel,  
output reg [9:0]yPixel,  
output reg VGA_BLANK_N,	 
output reg VGA_SYNC_N		 
);
parameter HA_END = 10'd639;            
parameter HS_STA = HA_END + 16;    
parameter HS_END = HS_STA + 96;    
parameter WIDTH   = 10'd799;            
parameter VA_END = 10'd479;            
parameter VS_STA = VA_END + 10;    
parameter VS_END = VS_STA + 2;     
parameter HEIGHT = 10'd524;            
always @(*)
begin 
	hsync = ~((xPixel >= HS_STA) && (xPixel < HS_END));
	vsync = ~((yPixel >= VS_STA) && (yPixel < VS_END));
	active_pixels = (xPixel <= HA_END && yPixel <= VA_END);
	VGA_BLANK_N = active_pixels;
	VGA_SYNC_N = 1'b1;
end
always @(posedge clk or negedge rst)
begin
	if (rst == 1'b0)
	begin
		vga_clk <= 1'b0;
		xPixel <= 10'd0;
		yPixel <= 10'd0;
	end
	else
	begin
		vga_clk = ~vga_clk;  
		if (vga_clk == 1'b1)
			if(xPixel == WIDTH)
			begin
				xPixel <= 10'd0;
				if(yPixel == HEIGHT)
				begin
					yPixel<=10'd0;
				end
				else
				begin
					yPixel <= yPixel+1'b1;
				end
			end
			else
			begin
				xPixel <= xPixel+1'b1;
			end
		end
end
endmodule
==> /design/flow/run.sh <==
#!/bin/bash
# OpenROAD 26Q1-2900-gdf79404cd8, Yosys 0.63+post, stock flow scripts
make -C /OpenROAD-flow-scripts/flow DESIGN_CONFIG=/design/flow/config.mk WORK_HOME=/design/flow/orfs finish
==> /design/flow/config.mk <==
export PLATFORM = sky130hd
export DESIGN_NAME = Top_Module
export DESIGN_NICKNAME = Top_Module
export VERILOG_FILES = /design/flow/design.v
export SDC_FILE = /design/flow/constraint.sdc
export NUM_CORES = 4
export LEC_CHECK = 1
export CORE_UTILIZATION = 30
==> /design/flow/constraint.sdc <==
current_design Top_Module

set clk_period 15.9
set clk_io_pct 0.2

create_clock -name clk0 -period $clk_period [get_ports {CLOCK_50}]

set non_clock_inputs [all_inputs -no_clocks]
set_input_delay [expr $clk_period * $clk_io_pct] -clock clk0 $non_clock_inputs
set_output_delay [expr $clk_period * $clk_io_pct] -clock clk0 [all_outputs]
==> reports/qor.csv <==
stage,metric,value,unit
power_and_ir_drop,leakagePower,4.30,nW
synth,ys_sh_adder,11.4,%
routing,postRouteAntennaNets,0,
clock_tree,post_cts_resized,0,
worst_setup_path,critical_path.max_stage_delay,0.83,ns
synth,synth-edff-count,20,
clock_tree,cts_made_buffers,9,
synth,ys_cells,1250,
routing,drtPass1Iterations,5,
synth,syn_area_per_cell,7.91,um^2
routing,met2_wirelength,9820,um
grt,grt_pass1_vias,7827,
hold_path,hp-class,register to register,
synth,numSynthFlops,90,
routing,vias,8725,
clock_tree,clockBufferDepth,2,
place,gp_congestion,0.915,
floorplan,dieArea,33700,um^2
place,port-buffer-count,62,
synth,aoi_share,22.7,%
synth,syn_area,9890,um^2
clock_tree,hold_buffers,0,
clock_tree,clkLatencyLatePin,0.35,ns
final_timing,max_freq,72.5,MHz
cells_and_area,drive_above_1_share,6.77,%
clock_tree,root_buffer,clkbuf_16,
grt,grt_max_degree,55,
synth,synthArstFlopShare,77.8,%
final_timing,worst_pin_slew,0.890,ns
worst_setup_path,required,12.72,ns
clock_tree,cts.sinks,90,
final_timing,finalSetupViolCount,0,
grt,antenna_found_initial,0,
final_timing,finClkSkew,0.00755,ns
floorplan,core,32500,um^2
floorplan,fp_util,30.5,%
worst_setup_path,worstPathArrival,10.60,ns
worst_setup_path,path_buffers,3,
worst_setup_path,worstSetupEndpointType,output port,
synth,ys_seq_share,23.8,%
routing,drc_errors,0,
grt,global_route.usage.total,13.8,%
cells_and_area,final_area,11000,um^2
synth,ys_types,98,
synth,ys_warn_count,22,
power_and_ir_drop,cellPowerDensity,88.3,nW/um^2
run,maxCapViolCount,0,
floorplan,fp.dieW,184,um
grt,grt-ovfl-total,0,
synth,topCombFamilyByArea,simple AND/OR/NAND/NOR gates,
worst_setup_path,path_cells,clkdlybuf4s50_1 -> inv_2 -> nor2_1 -> ha_1 -> or3_1 -> nand3_1 -> a221o_1 -> a31oi_1 -> mux2i_1 -> o21ai_2 -> o31ai_2 -> xor2_1 -> a31oi_1 -> or4_1 -> and4_1 -> a2111oi_2 -> nand3_2 -> a31o_2 -> ha_1 -> o32ai_1 -> clkdlybuf4s50_1,
place,dpl.hpwl,16700,um
routing,viasPerCell,5.09,
power_and_ir_drop,vdd.ir_drop.worst,0.0659,mV
clock_tree,cts_tree,built,
synth,ys_sh_simple,23.1,%
place,post_dp_cell_area,10700,um^2
clock_tree,htree_levels,3,
routing,drt-initial-drc-count,595,
routing,wl_met3,913,um
worst_setup_path,crit_path_max_fanout,17,
worst_setup_path,worstSetupPathType,input pin to output port,
synth,yosysChipArea,9890,um^2
worst_setup_path,path_delay_family,AND-OR/OR-AND gates,
synth,synthCells,1250,
final_timing,relSlewSlack,40.3,%
clock_tree,clk_pin_slew,0.06,ns
run,warnings,46,
place,dp.cells,1697,
floorplan,die_y,184,um
cells_and_area,area_growth,10.8,%
synth,synth.area.mux_share,2.19,%
final_timing,setup_slack,2.12,ns
routing,top_layer_used,met4,
final_timing,rsz0062_at_grt,false,
worst_setup_path,regToRegSetupSlack,12.50,ns
routing,wl_met1,11700,um
final_timing,report.final.slew_viol_count,0,
floorplan,ios,96,
floorplan,rows,66,
routing,num_antenna_cells,0,
final_timing,setup_tns,0,ns
status,status,"complete, no violations",
routing,routed_wl,22700,um
final_timing,period_used_share,86.7,%
routing,wire_per_inst,13.2,um
synth,xor_share,8.05,%
cells_and_area,final_cells,1713,
clock_tree,postCtsSetupRepairBufs,0,
grt,grt_pass1_wl,38500,um
final_timing,finalHoldViolations,0,
place,dp_worst_setup_slack,2.21,ns
worst_setup_path,slowest_stage,clkdlybuf4s50_1,
synth,ys.flop_type,dfrtp_1,
final_timing,period_minus_slack,13.78,ns
cells_and_area,utilization,33.8,%
worst_setup_path,cp-start-kind,input pin,
## through the flow
step	hold WS [ns]	total power, mW
after global routing	0.495	1.05
after global placement	0.453	0.764
after detailed placement	0.453	0.767
after CTS	0.466	0.974
final	0.461	0.968
after floorplan	0.373	0.615
## report_power, final
group	internal (mW)	switching, mW
clock	0.107	0.0949
sequential	0.250	0.0156
combinational	0.240	0.261
total	0.596	0.372
## cell families after synthesis
| group | Yosys count |
|---|---|
| mux | 21 |
| flops | 90 |
| buf+inv | 166 |
| fa+ha+maj | 90 |
| compound gates | 336 |
| other cells | 2 |
| simple gates | 455 |
| xor+xnor | 90 |
## state kept, by name, summed over array words and instances (netlist names)
signal	count
the_player.bullet_move_delay	20
the_player.S	3
the_vga.xPixel	10
the_player.bullet_y	8
the_player.bullet_x	8
the_player.player_x	7
the_vga.vga_clk	1
the_vga.yPixel	10
the_player.move_delay	23
## path summary, 6_finish.rpt
kind	from	to	cells past startpoint
max	SW[8]	HEX1[1]	21
min	the_player.move_delay[6]	the_player.move_delay[6]	1
max reg2reg	the_player.player_x[6]	the_player.player_x[9]	14
min reg2reg	the_player.move_delay[6]	the_player.move_delay[6]	1
max in group asynchronous	KEY[0]	the_player.player_x[8]	2
min in group asynchronous	KEY[0]	the_vga.yPixel[0]	1
## per-layer routing
| metal | global-route usage, % | vias to the layer above |
|---|---|---|
| met1 | 21.6 | 3995 |
| met3 | 1.82 | 20 |
| met4 | 1.50 | 0 |
| met2 | 21.0 | 189 |
| met5 | 0 | - |
| li1 | - | 4521 |
## synthesized netlist by cell type, drive strengths merged, types with 20 or more instances
master / count / share of area [%]
o21ai: 95 / 4.8
nand3: 36 / 1.9
ha: 84 / 11
nor4: 21 / 1.5
nor3: 43 / 2.2
edfxtp: 20 / 6.1
xor2: 22 / 1.9
a21oi: 84 / 4.4
dfrtp: 66 / 17
clkbuf: 35 / 1.3
nand2: 102 / 3.9
nor2: 121 / 4.6
buf: 71 / 5.1
xnor2: 68 / 6.1
nand2b: 24 / 1.5
inv: 56 / 2.1
## cell usage in the layout (no fill, tap or decap), types with 5 or more instances in the layout
| cell type | count |
|---|---|
| or3_1 | 15 |
| nand3_1 | 35 |
| xnor2_1 | 67 |
| and3_1 | 8 |
| a31o_2 | 5 |
| nand2_1 | 102 |
| a221oi_1 | 5 |
| o221ai_1 | 5 |
| or2_2 | 7 |
| o21ai_0 | 88 |
| buf_4 | 19 |
| o21a_1 | 8 |
| and2_1 | 9 |
| edfxtp_1 | 20 |
| nor2b_1 | 18 |
| clkbuf_16 | 9 |
| or4_1 | 10 |
| o31ai_1 | 17 |
| xor2_1 | 22 |
| nand3b_1 | 7 |
| nand4_1 | 18 |
| inv_1 | 54 |
| dfrtp_1 | 66 |
| o21ai_1 | 6 |
| o211ai_1 | 12 |
| nor3_1 | 41 |
| nand2b_1 | 24 |
| mux2_2 | 5 |
| a21o_1 | 10 |
| clkdlybuf4s50_1 | 61 |
| nor4_1 | 20 |
| ha_1 | 84 |
| a31oi_1 | 15 |
| conb_1 | 33 |
| a211oi_1 | 11 |
| mux2i_1 | 16 |
| a21oi_1 | 81 |
| o22ai_1 | 7 |
| nor2_1 | 120 |
## cell type report
cell class                 instances  area (um^2)
fill                            3358        21500
sequential                        90         2360
tap                              442          553
multi-input combinational       1025         6800
clock buffer                      10          229
timing repair buffer              80          753
clock inverter                     6         41.3
inverter                          60          225
No activity file was given, so power comes from the tool's default toggle rates.
